File: /design/flow/constraint.sdc
current_design sn74ls669

set clk_period 3.2
set clk_io_pct 0.2

create_clock -name clk0 -period $clk_period

set non_clock_inputs [all_inputs -no_clocks]
set_input_delay [expr $clk_period * $clk_io_pct] -clock clk0 $non_clock_inputs
set_output_delay [expr $clk_period * $clk_io_pct] -clock clk0 [all_outputs]
File: /design/flow/run.sh
#!/bin/bash
# OpenROAD 26Q1-2900-gdf79404cd8, Yosys 0.63+post, stock flow scripts
make -C /OpenROAD-flow-scripts/flow DESIGN_CONFIG=/design/flow/config.mk WORK_HOME=/design/flow/orfs finish
File: /design/flow/config.mk
export PLATFORM = sky130hd
export DESIGN_NAME = sn74ls669
export DESIGN_NICKNAME = sn74ls669
export VERILOG_FILES = /design/flow/design.v
export SDC_FILE = /design/flow/constraint.sdc
export NUM_CORES = 4
export LEC_CHECK = 1
export CORE_AREA = 10 10 70 70
export DIE_AREA = 0 0 80 80
File: /design/flow/design.v
`default_nettype none
`timescale 1ns/1ns
module sn74ls669 #(parameter DFF_RISE = 5, DFF_FALL = 5)
(
	input wire CLOCK,
	input wire U_Dn,
	input wire LOADn,
	input wire ENABLE_Pn,
	input wire ENABLE_Tn,
	input wire [3:0] DATA,  
	output wire [3:0] Q,  
	output wire RCOn
);
	wire CLOCKn;
	wire U_D;
	wire U_Dnn;
	wire LOAD, LOADnn;
	wire ENABLE_P;
	wire ENABLE_T;
	wire ENA;
	wire dataa_ld, datab_ld, datac_ld, datad_ld;
	assign #1 CLOCKn = ~CLOCK;
	assign #1 U_D = ~U_Dn;
	assign #1 U_Dnn = ~U_D;
	assign #1 LOAD = ~LOADn;
	assign #1 LOADnn = ~LOAD;
	assign #1 ENABLE_P = ~ENABLE_Pn;
	assign #1 ENABLE_T = ~ENABLE_Tn;
	assign #1 ENA = LOADn & ENABLE_P & ENABLE_T;
	assign #3 dataa_ld = DATA[0] & LOAD;
	assign #3 datab_ld = DATA[1] & LOAD;
	assign #3 datac_ld = DATA[2] & LOAD;
	assign #3 datad_ld = DATA[3] & LOAD;
	wire dffa_q, dffa_qn;
	wire anda_1, anda_2, nora_1, nanda_1, anda_3, anda_4, ora_1;
	assign #3 anda_1 = dffa_q & U_D;
	assign #3 anda_2 = dffa_qn & U_Dnn;
	assign #3 nora_1 = ~(anda_1 | anda_2);
	assign #3 nanda_1 = ~(ENA & ENA);
	assign #3 anda_3 = dffa_q & nanda_1 & LOADnn;
	assign #3 anda_4 = ENA & dffa_qn;
	assign #3 ora_1 = anda_3 | anda_4 | dataa_ld;
	FE_DFF #(.DELAY_RISE(DFF_RISE), .DELAY_FALL(DFF_FALL)) dff_a( .D(ora_1), .clk(CLOCKn), .Q(dffa_q), .Qn(dffa_qn));
	wire dffb_q, dffb_qn;
	wire andb_1, andb_2, norb_1, nandb_1, andb_3, andb_4, orb_1;
	assign #3 andb_1 = dffb_q & U_D;
	assign #3 andb_2 = dffb_qn & U_Dnn;
	assign #3 norb_1 = ~(andb_1 | andb_2);
	assign #3 nandb_1 = ~(ENA & nora_1);
	assign #3 andb_3 = dffb_q & nandb_1 & LOADnn;
	assign #3 andb_4 = nora_1 & ENA & dffb_qn;
	assign #3 orb_1 = andb_3 | andb_4 | datab_ld;
	FE_DFF #(.DELAY_RISE(DFF_RISE), .DELAY_FALL(DFF_FALL)) dff_b( .D(orb_1), .clk(CLOCKn), .Q(dffb_q), .Qn(dffb_qn));
	wire dffc_q, dffc_qn;
	wire andc_1, andc_2, norc_1, nandc_1, andc_3, andc_4, orc_1;
	assign #3 andc_1 = dffc_q & U_D;
	assign #3 andc_2 = dffc_qn & U_Dnn;
	assign #3 norc_1 = ~(andc_1 | andc_2);
	assign #3 nandc_1 = ~(ENA & nora_1 & norb_1);
	assign #3 andc_3 = dffc_q & nandc_1 & LOADnn;
	assign #3 andc_4 = ENA & nora_1 & norb_1 & dffc_qn;
	assign #3 orc_1 = andc_3 | andc_4 | datac_ld;
	FE_DFF #(.DELAY_RISE(DFF_RISE), .DELAY_FALL(DFF_FALL)) dff_c( .D(orc_1), .clk(CLOCKn), .Q(dffc_q), .Qn(dffc_qn));
	wire dffd_q, dffd_qn;
	wire andd_1, andd_2, nord_1, nandd_1, andd_3, andd_4, ord_1;
	assign #3 andd_1 = dffd_q & U_D;
	assign #3 andd_2 = dffd_qn & U_Dnn;
	assign #3 nord_1 = ~(andd_1 | andd_2);
	assign #3 nandd_1 = ~(ENA & nora_1 & norb_1 & norc_1);
	assign #3 andd_3 = dffd_q & nandd_1 & LOADnn;
	assign #3 andd_4 = ENA & nora_1 & norb_1 & norc_1 & dffd_qn;
	assign #3 ord_1 = andd_3 | andd_4 | datad_ld;
	FE_DFF #(.DELAY_RISE(DFF_RISE), .DELAY_FALL(DFF_FALL)) dff_d( .D(ord_1), .clk(CLOCKn), .Q(dffd_q), .Qn(dffd_qn));
	assign #3 RCOn = ~(ENABLE_T & nord_1 & norc_1 & norb_1 & nora_1);
	assign Q = {dffd_q,dffc_q,dffb_q,dffa_q};
endmodule
module FE_DFF #(parameter DELAY_RISE = 20, DELAY_FALL = 21)
(
	input wire D, 
	input wire clk,
	output wire Q,
	output wire Qn
);
	reg Q_current = 1'b0;
	always @(negedge clk) 
	begin
		Q_current <= D; 
	end 
	assign #(DELAY_RISE, DELAY_FALL) Q = Q_current;
	assign Qn = ~Q;
endmodule 
==> flow_summary.toml <==
# flow metrics
[sta]
setup_viol = 0
final.period_utilization_pct = 89.2
slew_violations = 0
setup_slack_ns = 0.345
unclocked_pins = 4
rsz0062_at_grt = "false"
hold_violations = 0
slew_headroom_pct = 75.4
fmax_mhz = 350
final.setup.tns_ns = 0
untimed_endpoints = 8
tightest_slew_ns = 0.368
fin_crit_ns = 2.85

[power]
power.internal_w = 0.0000234
ir_drop_mv = 0.0206
leakage_nw = 0.154
switchingPower_w = 0.0000125
p_clk_share_pct = 0
power.share.combinational_pct = 82.5
powerDensity_nw_per_um2 = 77.8
p_seq_share_pct = 17.5
switching_share_pct = 34.8

[placed_design]
routabilityCongestion = 0.658
port_buffers = 14
placedInstanceArea_um2 = 462
place_ws_ns = 0.335
place_inst = 91

[global_routing]
overflow = 0
grt_pass1_vias = 290
grt_first_pass_wirelength_um = 1350
grt_max_degree = 11
grtUsageTotal_pct = 2.50
grt_antenna_before_repair = 0

[synthesis]
largest_area_cell = "dfxtp_1"
synth-seq-area-share_pct = 27.6
flop_cell = "dfxtp_1"
area_leaders = "dfxtp_1 28%, buf_4 10%, mux2i_1 6.9%, xnor2_1 6.0%, o211ai_1 5.2%"
yosysChipArea_um2 = 290
edf_count = 0
synthCells = 35
ys_async_sr_fraction_pct = 0
top_cell_area_share_pct = 27.6
avgSynthCellArea_um2 = 8.29
synth-warning-count = 1
ys_ff = 4
synth_area_um2 = 290
ys_top_cells_by_count = "4 x buf_4, 4 x dfxtp_1, 3 x nor2_1"
synth_cell_type_count = 21
ys_cells = 35

[floorplan]
core.rowCount = 21
die_h_um = 80
fp_util_pct = 8.50
core_region_area_um2 = 3420
io_pins = 14
die_x_um = 80
chipArea_um2 = 6400

[drt]
vias_per_cell = 3.14
drt_wl_total_um = 800
vias = 286
drcViolationCount = 0
ant_nets = 0
firstDrtPassIters = 2
diodes = 0
wl_per_cell_um = 8.79
drtIter0Drc = 13

[outcome]
run_status = "complete, no violations"

[setup_path]
worstSetupPathType = "in -> out"
crit_arrival_ns = 2.21
endpoint_kind = "primary output"
worstPathMaxFanout = 2
cp_data_required_time_ns = 2.56
critPathLaunchType = "primary input"

[flow_run]
warnings = 32
max_cap_violations = 0

[layout]
stdcell_count = 91
area_delta_synth_final_pct = 59.1
finish.utilization_pct = 13.5
final_area_um2 = 462
fillers = 404
drive_above_1_share_pct = 4.44

[clocking]
post_cts_resized = 0
ctsHoldBuffers = 0
post_cts_buffers = 0

[min_path]
holdPathEnd = "RCOn"
hp-class = "in -> out"
worstHoldStart = "ENABLE_Tn"
hold_depth = 3
power groups by stage:
stage | logic [W] | clock network (W) | registers (W)
4_1_cts | 0.0000301 | 0 | 0.00000634
5_1_grt | 0.0000334 | 0 | 0.00000677
6_report | 0.0000296 | 0 | 0.00000630
through the flow:
stage / total power [W] / hold WS (ns)
2_1_floorplan: 0.0000191 / 1.33
3_3_place_gp: 0.0000360 / 2.31
3_5_place_dp: 0.0000362 / 2.32
4_1_cts: 0.0000365 / 2.32
5_1_grt: 0.0000402 / 2.35
6_report: 0.0000359 / 2.30
cells by family (layout without fill, tap and decap cells):
kind of cell | after synthesis | count (layout) | synth area share, %
and+or+nand+nor | 12 | 12 | 23.3
AOI/OAI and AO/OA | 8 | 8 | 20.3
buffers and inverters | 6 | 16 | 12.9
DFF | 4 | 4 | 27.6
xor gates and xnor gates | 3 | 3 | 9.05
muxes | 2 | 2 | 6.90
per-layer routing:
metal / vias to the layer above / track usage [%] / share of wire (%)
met5: - / 0 / 0
met4: 0 / 0 / 0
met3: 0 / 1.02 / 9.5
met2: 10 / 3.37 / 35
met1: 129 / 3.79 / 55
li1: 147 / - / -
worst max-delay path by stage:
stage         start    to  cells past startpoint
finish         U_Dn  RCOn                      5
global route   U_Dn  RCOn                      5
CTS            U_Dn  RCOn                      5
worst max-delay path: stages:
cell             delay [ns]
clkdlybuf4s50_1        0.41
or4_1                  0.54
mux2i_1                0.15
nand2b_1               0.07
clkdlybuf4s50_1        0.41
cells in the final DEF, fill, tap and decap left out, drive strengths merged:
| cell | netlist | layout |
|---|---|---|
| a21boi | 1 | 1 |
| a21oi | 1 | 1 |
| a2bb2oi | 1 | 1 |
| a31oi | 1 | 1 |
| and3 | 1 | 1 |
| buf | 4 | 1 |
| clkdlybuf4s50 | 0 | 14 |
| dfxtp | 4 | 4 |
| inv | 1 | 1 |
| mux2i | 2 | 2 |
| nand2 | 1 | 1 |
| nand2b | 2 | 2 |
| nand4 | 2 | 2 |
| nor2 | 3 | 3 |
| nor3 | 1 | 1 |
| o2111ai | 1 | 1 |
| o211ai | 2 | 2 |
| o31ai | 1 | 1 |
| or4 | 2 | 2 |
| xnor2 | 2 | 2 |
| xor2 | 1 | 1 |
cell type report:
| class | instances | area [um^2] | area share, % |
|---|---|---|---|
| well taps | 46 | 57.6 | 12.5 |
| repair buffers | 15 | 148 | 32.0 |
| multi-input cells | 25 | 173 | 37.4 |
| inverters | 1 | 3.75 | 0.813 |
| flip-flops and latches | 4 | 80.1 | 17.3 |
flip-flops by register name, indices dropped and copies added (netlist names):
register         count
dff_c.Q_current      1
dff_d.Q_current      1
dff_b.Q_current      1
dff_a.Q_current      1
No activity file was given, so power comes from the tool's default toggle rates.
